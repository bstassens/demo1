### run.sh
#!/bin/bash
# OpenROAD 26Q1-2900-gdf79404cd8, Yosys 0.63+post, stock flow scripts
make -C /OpenROAD-flow-scripts/flow DESIGN_CONFIG=/design/flow/config.mk WORK_HOME=/design/flow/orfs finish
### config.mk
export PLATFORM = sky130hd
export DESIGN_NAME = fib
export DESIGN_NICKNAME = fib
export VERILOG_FILES = /design/flow/design.v
export SDC_FILE = /design/flow/constraint.sdc
export NUM_CORES = 4
export LEC_CHECK = 1
export CORE_AREA = 10 10 88 88
export DIE_AREA = 0 0 98 98
### constraint.sdc
current_design fib

set clk_period 2.8
set clk_io_pct 0.2

create_clock -name clk0 -period $clk_period [get_ports {clk}]

set non_clock_inputs [all_inputs -no_clocks]
set_input_delay [expr $clk_period * $clk_io_pct] -clock clk0 $non_clock_inputs
set_output_delay [expr $clk_period * $clk_io_pct] -clock clk0 [all_outputs]
### design.v
`timescale 1ns/1ps
module fib(
  input wire clk,
  output reg [7:0] y
);
  reg [7:0] tmp;
  initial
    begin
      y = 'b00000000;
      tmp = 'b00000000;
    end
  always @(posedge clk)
    begin
      y <= y + tmp;
      tmp <= y;
      if(y == 0)
        begin
          y <= 1;
        end
      if(y == 'b10010000)
        begin
          y <= 0;
        end
    end
endmodule
==> impl.org <==
#+TITLE: Physical design notes

** Clocking
- Post-CTS resize count :: 0
- Maximum clock path buffer count :: 2
- Looking at the post-CTS report, the setup buffer insertion count equals 0.
- Number of clock sinks :: 16
- The registers of the reported paths see a clock transition of 0.06 ns.
- The root buffer cell chosen for the clock tree is clkbuf_8.
- The skew report gives the latency at the later pin of the worst-skew pair as 0.25 ns.
- Clock buffers created by TritonCTS :: 3
- H-Tree Depth :: 1
- The post-CTS hold buffer count recorded in the log is 0.
- Clock tree from TritonCTS :: done

** Setup path
- Cell family with most CP delay :: buffers and inverters
- The cell sequence reported for the critical path is clkdlybuf4s50_1.
- The slowest stage of the critical path is the clkdlybuf4s50_1 cell.
- Worst Path Arrival :: 1.20 ns
- The timing report notes that buffer and inverter cells on the critical path total 1.
- CP max stage delay :: 0.51 ns
- STA classifies the critical path endpoint as an output port.
- The worst setup path is launched from a register.
- Worst Path Class, Setup :: reg -> out
- Required time of the critical path :: 2.24 ns
- Maximum net fanout on the critical path :: 6

** Timing
- Tightest slew margin relative to the limit :: 0.583
- Hold-check failures listed in the final report amount to 0.
- Slew at the pin closest to its max-slew limit :: 0.620 ns
- Per the timing report, the achievable frequency comes out to 570 MHz.
- After layout, the setup clock skew is reported as 0.00267 ns.
- Number of max-slew violations in the final report :: 0
- Setup repair after global routing left no endpoint under its margin.
- Setup violations, final :: 0
- Final clock period utilization by the worst path :: 0.627
- Summed negative setup slack over all endpoints :: 0 ns
- Counting I/O delays and the setup requirement, the final critical path takes 1.76 ns.

** Cells and area
- After routing the design area is 937 sq um.
- Layout-stage area growth over the synthesis result :: 30.3%
- Count of filler cells inserted in the layout :: 652
- Share of cells above drive strength 1 :: 0.0610

** Synthesis
- Distinct lib cells used :: 30
- Proportion of synthesized flip-flops having asynchronous set or reset :: 0
- Of the post-synthesis cell area, the dominant cell type holds 0.445.
- Mapped Cells :: 71
- Count of instantiated cells in the yosys netlist :: 71
- Count leader, synth :: dfxtp_1
- For this run, the number of Yosys warnings is 1.
- Yosys stat area :: 719 sq um
- Post-synth top area cell :: dfxtp_1
- Combined area of all synthesized cells :: 719 sq um
- Proportion of synthesized chip area in sequential cells :: 0.445
- Most common library cells after synthesis :: dfxtp_1 (16), ha_1 (7), a211oi_1 (5)
- Synthesized area per cell :: 10.1 sq um
- Synthesis inferred 16 register bits.
- For this run, the leading register cell type out of synthesis is dfxtp_1.
- Top cells, area :: dfxtp_1 (45%), ha_1 (12%), a211oi_1 (5.2%)
- The synthesized design contains 0 enable-type register cells.

** Pwr
- Power share of the clock group :: 0.472
- VDD IR-drop max :: 155 uV
- Combinational Power Share :: 0
- Portion of total power attributed to sequential cells :: 0.528
- Overall power consumption after layout is estimated at 431 uW.
- Switching power as a fraction of the total was reported as 0.182.
- Internal power comes to 352 uW.
- The leakage component of the power was reported as 0.375 nW.
- Switching Power :: 78.6 uW
- Power density over the cells :: 460 nW/um^2

** Floorplanning
- Num ports :: 9
- Number of placement rows :: 28
- The region available for standard cell placement spans 5920 sq um.
- From bottom edge to top edge, the die measures 98 um.
- Die X-Extent :: 98 um
- Floorplan core density :: 0.122
- The die covers 9600 sq um.

** Detailed routing
- The first TritonRoute pass finished after 4 iterations.
- Per the detail_route report, inserted antenna diodes total 0.
- The detailed router reported a total wirelength of 1490 um.
- After detailed routing, the number of remaining DRC violations is 0.
- Per the log, the first TritonRoute iteration ended with a DRC count of 58.
- Drt via density :: 3.50
- Via total after detailed routing :: 550
- Routed length per instance :: 9.47 um
- The count of nets left with antenna violations once routing finished came out at 0.

** Global routing
- Entering global routing, the biggest net connects 10 pins.
- Per the GRT congestion report, total overflow comes to 0.
- The first global-routing pass estimated 2700 um of wire.
- Number of antenna violations at the first check in global routing :: 0
- Total track usage :: 0.0334
- Vias in the first global route :: 554

** Place
- IO Port Bufs :: 8
- The placement summary gives the final routability congestion estimate as 0.830.
- Post-detailed-placement half-perimeter wirelength :: 1130 um
- Post-Place Cell Area :: 882 sq um

** Flow run
- Across all stage logs, warnings added up to 25.
- Max-capacitance violation count :: 0

** Min path
- In this run the worst hold path is classified as reg -> reg.

** Status
- The run finished with clean final reports.
[worst paths after layout]
| check | cells after the start | start | slack (ns) | to |
|---|---|---|---|---|
| max | 1 | y[4] | 1.04 | y[4] |
| min | 0 | y[5] | 0.39 | tmp[5] |
| max reg2reg | 7 | y[0] | 1.11 | y[6] |
| min reg2reg | 0 | y[5] | 0.39 | tmp[5] |
[area by class of cell]
cell class                      count  area, sq um  area share
Multi-Input combinational cell     50          373       0.398
Sequential cell                    16          320       0.342
Tap cell                           75         93.8       0.100
Timing Repair Buffer                8         80.1      0.0854
Clock buffer                        4         55.1      0.0587
Inverter                            4         15.0      0.0160
[sequential cells by signal (all words and copies together) (netlist names)]
signal / count
y: 8
tmp: 8
[cells by family (layout without fill, tap and decap cells)]
family | after synthesis | after routing | share of synthesized area
buf+inv | 5 | 16 | 0.0365
fa+ha+maj | 8 | 8 | 0.150
compound gates | 18 | 18 | 0.181
xor+xnor | 2 | 2 | 0.0244
flops | 16 | 16 | 0.445
simple gates | 21 | 21 | 0.150
mux | 1 | 1 | 0.0139
[metrics by stage]
| step | utilization | hold WS [ns] | setup WS (ns) | std cells |
|---|---|---|---|---|
| 2_1_floorplan | - | 0.355 | 1.26 | 71 |
| 3_3_place_gp | 0.149 | 0.372 | 1.16 | 153 |
| 3_5_place_dp | 0.149 | 0.384 | 1.14 | 153 |
| 4_1_cts | 0.158 | 0.390 | 1.01 | 157 |
| 5_1_grt | 0.158 | 0.403 | 0.939 | 157 |
| 6_report | 0.158 | 0.387 | 1.04 | 157 |
[layer usage]
metal  up-vias  track usage  share of wire
met5         -            0              0
met4         0      0.00336         0.0094
met3         2       0.0149          0.050
met2         8       0.0487           0.45
met1       258       0.0456           0.48
li1        282            -              -
[placed cells by master (no fill, tap or decap)]
| master | netlist | final |
|---|---|---|
| nor3_1 | 1 | 1 |
| a21o_1 | 1 | 1 |
| o22ai_1 | 1 | 1 |
| a31oi_1 | 1 | 1 |
| fa_1 | 1 | 1 |
| o31a_1 | 1 | 1 |
| nand3_1 | 3 | 3 |
| nor4_1 | 1 | 1 |
| o21a_1 | 2 | 2 |
| nor2_1 | 4 | 4 |
| a2bb2oi_1 | 1 | 1 |
| mux2i_1 | 1 | 1 |
| a211oi_1 | 5 | 5 |
| or2_2 | 1 | 1 |
| a211o_1 | 2 | 2 |
| nand4_1 | 1 | 1 |
| xor2_1 | 1 | 1 |
| ha_1 | 7 | 7 |
| clkbuf_8 | 0 | 4 |
| inv_1 | 4 | 4 |
| nor2b_1 | 2 | 2 |
| clkdlybuf4s50_1 | 0 | 8 |
| nand2_1 | 4 | 4 |
| xnor2_1 | 1 | 1 |
| or4_1 | 1 | 1 |
| a21oi_1 | 1 | 1 |
| and3_1 | 2 | 2 |
| nand2b_1 | 1 | 1 |
| o211ai_1 | 1 | 1 |
| dfxtp_1 | 16 | 16 |
| o21ai_0 | 2 | 2 |
[power by group through the flow]
stage / clock (mW) / combinational [mW] / sequential (mW)
final: 0.203 / 0.000000217 / 0.228
after CTS: 0.212 / 0.000000217 / 0.227
after global routing: 0.227 / 0.000000217 / 0.227
No activity file was given, so power comes from the tool's default toggle rates.
